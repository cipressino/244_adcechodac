File: run.sh
#!/bin/bash
# OpenROAD 26Q1-2900-gdf79404cd8, Yosys 0.63+post, stock flow scripts
make -C /OpenROAD-flow-scripts/flow DESIGN_CONFIG=/design/flow/config.mk WORK_HOME=/design/flow/orfs finish
File: config.mk
export PLATFORM = sky130hd
export DESIGN_NAME = ssm2603
export DESIGN_NICKNAME = ssm2603
export VERILOG_FILES = /design/flow/design.v
export SDC_FILE = /design/flow/constraint.sdc
export NUM_CORES = 4
export LEC_CHECK = 1
export CORE_UTILIZATION = 50
File: constraint.sdc
current_design ssm2603

set clk_period 10.7
set clk_io_pct 0.2

create_clock -name clk0 -period $clk_period [get_ports {MCLK}]

set non_clock_inputs [all_inputs -no_clocks]
set_input_delay [expr $clk_period * $clk_io_pct] -clock clk0 $non_clock_inputs
set_output_delay [expr $clk_period * $clk_io_pct] -clock clk0 [all_outputs]
File: design.v
`default_nettype none
module ssm2603 (
    input   wire            MCLK,
    input   wire            RESET,
    output  logic           BCLK,
    output  logic           RECLRC,
    input   wire            RECDAT,
    output  logic           PBDAT,
    output  logic           PBLRC,
    output  logic [15:0]    RECDATLEFT,
    output  logic [15:0]    RECDATRIGHT,
    output  logic           FIFO_REQ_WRITE_LEFT,
    output  logic           FIFO_REQ_WRITE_RIGHT,
    input   wire  [15:0]    PBDATLEFT,
    input   wire  [15:0]    PBDATRIGHT,
    output  logic           FIFO_REQ_READ_LEFT,
    output  logic           FIFO_REQ_READ_RIGHT
);
    localparam divider256_when_Lch_lsb_recorded = 8'h3E;
    localparam divider256_when_Rch_lsb_recorded = 8'hBE;
    logic           clk;
    logic           reset;
    logic [1:0]     divider4;
    logic [7:0]     divider256;
    logic [7:0]     n_divider256;
    logic [15:0]    sound_data;
    logic [15:0]    n_sound_data; 
    logic [15:0]    reading_data;
    logic [15:0]    n_reading_data;
    assign clk = MCLK;
    assign reset = RESET;
    assign BCLK = divider4[1];
    always_ff@(posedge clk) begin
        if (reset == 1'b1) begin
            divider4 <= 2'b10;
        end else begin
            divider4 <= divider4 + 2'b01;
        end
    end
    assign PBLRC = ~divider256[7];
    assign RECLRC = ~divider256[7];
    always_comb begin
        n_divider256 = divider256 + 8'h1;
    end
    always_ff@(posedge clk) begin
        if (reset == 1'b1) begin
            divider256 <= 8'hfe;
        end else begin
            divider256 <= n_divider256;
        end
    end
    logic [15:0]        pbsound_data_left;
    logic [15:0]        pbsound_data_right;
    always_comb begin
        FIFO_REQ_READ_LEFT = 1'b0;
        FIFO_REQ_READ_RIGHT = 1'b0;
        if (n_divider256 == 8'hff) begin
            FIFO_REQ_READ_LEFT = 1'b1;
        end
        if (n_divider256 == 8'h7f) begin
            FIFO_REQ_READ_RIGHT = 1'b1;
        end
    end
    always_ff@(posedge clk) begin
        if (reset == 1'b1) begin
            pbsound_data_left <= 16'h0000;
            pbsound_data_right <= 16'h0000;
        end else begin
            if (n_divider256 == 8'hff) begin
                pbsound_data_left <=  PBDATLEFT;
            end
            if (n_divider256 == 8'h7f) begin
                pbsound_data_right <=  PBDATRIGHT;
            end
        end
    end
    always_comb begin
        n_sound_data = sound_data;
        if (divider256 == 8'hff) begin
            n_sound_data = pbsound_data_left;
        end else if (divider256 == 8'h7f) begin
            n_sound_data = pbsound_data_right;
        end else begin
            if (divider4 == 2'b11) begin
                n_sound_data = {sound_data[14:0], 1'b0} ;
            end
        end
    end
    always_ff@(posedge clk) begin
        if (reset == 1'b1) begin
            sound_data <= 16'h0000;
        end else begin
            sound_data <= n_sound_data;
        end
    end
    assign PBDAT = sound_data[15];
    always_comb begin
        n_reading_data = reading_data;
        if (divider256 == 8'h7e || divider256 == 8'hfe) begin
            n_reading_data = 'd0;
        end
        if (divider4 == 2'b01) begin
            n_reading_data = {reading_data[14:0], RECDAT} ;
        end
    end
    always_ff@(posedge clk) begin
        if (reset == 1'b1) begin
            reading_data <= 16'b0;
        end else begin
            reading_data <= n_reading_data;
        end
    end
    logic [15:0]        n_RECDATLEFT;
    logic [15:0]        n_RECDATRIGHT;
    always_comb begin
        n_RECDATLEFT = RECDATLEFT;
        n_RECDATRIGHT = RECDATRIGHT;
        if (n_divider256 == divider256_when_Lch_lsb_recorded) begin
            n_RECDATLEFT = n_reading_data;
        end
        if (n_divider256 == divider256_when_Rch_lsb_recorded) begin
            n_RECDATRIGHT = n_reading_data;
        end
    end
    always_ff@(posedge clk) begin
        if (reset == 1'b1) begin
            RECDATLEFT <= 'd0;
            RECDATRIGHT <= 'd0;
        end else begin
            RECDATLEFT <= n_RECDATLEFT;
            RECDATRIGHT <= n_RECDATRIGHT;
        end
    end
    always_comb begin
        FIFO_REQ_WRITE_LEFT = 1'b0;
        FIFO_REQ_WRITE_RIGHT = 1'b0;
        if (divider256 == divider256_when_Lch_lsb_recorded) begin
            FIFO_REQ_WRITE_LEFT = 1'b1;
        end
        if (divider256 == divider256_when_Rch_lsb_recorded) begin
            FIFO_REQ_WRITE_RIGHT = 1'b1;
        end
    end
endmodule
`default_nettype wire
==> run summary <==
cell type with the largest total area after synthesis = sky130_fd_sc_hd__dfxtp_1
post-synthesis cell type count = 34
number of vias after detailed routing = 3313
sum of routed wire segments on met1 = 4680 µm
reg-to-reg startpoint = divider256[1]
Remaining DRCs = 0
largest net degree at the start of global routing = 83
yosys-reported design area after synthesis = 4800 µm²
post-DR wirelength/cell = 13.0 µm
cell breakdown of the critical path = ha_1 -> and2_4 -> nand4_2 -> xor2_2 -> nor4_4 -> buf_4 -> clkdlybuf4s50_1
fraction of the core area occupied by cells at floorplan = 51.7%
x dimension of the die = 100 µm
worst setup margin = 5.85 ns
post-synthesis cell count from yosys = 483
worst hold-check path type = flip-flop to flip-flop
maximum resistive drop on vdd = 0.0000900 V
quantity of I/O buffers inserted on ports = 74
vias in the first global route = 3120
kind of critical path = flip-flop to output pin
initial antenna violation count = 0
number of primary I/O pins = 75
Startpoint Class = flip-flop
First DRT Iteration DRCs = 95
final setup skew = 0.00970 ns
clock edge transition at the registers on the reported setup and hold paths = 0.10 ns
hold worst-path end = divider4[0]
Post-Synthesis Mean Instance Area = 9.94 µm²
fin. max-slew vios = 0
setup repair after global routing missed its margin = false
pre-CTS worst setup slack = 6.20 ns
HPWL after detailed placement = 5730 µm
internal cell power = 0.614 mW
arrival time reported for the critical path endpoint = 2.71 ns
status = complete, no violations
pin slew with the least headroom to its limit = 0.807 ns
post-synthesis sequential element count = 106
CTS tree = built
largest incremental delay on the critical path = 0.52 ns
grt ovf = 0
Gate Count Post-Synth = 483
Sink Count = 106
Pre-Repair DR Iteration Count = 4
final setup vio count = 0
H-tree levels = 3
Ant. Diodes = 0
kind of end point of the critical path = output pin
fin crit period = 4.85 ns
data required time at the worst endpoint = 8.56 ns
netlist area before placement = 4800 µm²
top cells by area = sky130_fd_sc_hd__dfxtp_1, sky130_fd_sc_hd__mux2i_1, sky130_fd_sc_hd__nand2b_1
clk latency late pin = 0.35 ns
Crit Reg-Reg Endpoint = RECDATLEFT[15]
Global Route Usage Sum = 19.1%
Chip Footprint = 10000 µm²
DIE HEIGHT = 100 µm
max layer used = met4
count of endpoints failing hold in the final timing report = 0
clock network power share = 31.5%
leakage power of the design = 2.43 nW
register share after synthesis = 44.2%
maximum achievable frequency = 206 MHz
Inserted Clock Buffers = 9
CTS root buf = sky130_fd_sc_hd__clkbuf_8
length of routed met2 wiring = 3700 µm
top logic cells by instance count in the layout = sky130_fd_sc_hd__dfxtp_1, sky130_fd_sc_hd__nand2b_1, sky130_fd_sc_hd__mux2i_1
number of cells on the worst reg-to-reg path = 6
share of cells above drive strength 1 = 5.87%
Power Dens Cells = 142 nW/µm²
Post-CTS Setup Repair Bufs = 0
Max stage delay cell, worst path = sky130_fd_sc_hd__clkdlybuf4s50_1
tool warnings = 30
Max clock buf depth = 2
final clock period utilization by the worst path = 45.3%
number of max-capacitance violations reported = 0
Core Region = 9280 µm²
DR vias/cell = 4.92
switch share = 25.7%
wire length of the first global-routing pass = 15000 µm
Syn-to-layout area delta = 20.9%
share of power burned in combinational logic = 16.4%
Worst Hold Path Cells = 1
antenna-violating nets left = 0
number of rows in the core area = 35
total of hold buffers inserted after clock tree synthesis = 0
most frequent logic cell in the layout = sky130_fd_sc_hd__dfxtp_1
critical hold path startpoint = divider4[0]
Max-slew headroom = 46.0%
proportion of netlist area held by the largest area contributor = 44.2%
Resize count post-CTS = 0
CP Max Fanout = 17
worst reg-to-reg setup slack = 8.17 ns
share of total power in sequential cells = 52.1%
total wire length after detailed routing = 8790 µm
Setup TNS Final = 0 ns
Yosys warning count = 1
met3 wirelength from detailed routing = 334 µm
routability-driven placement congestion ratio = 0.826
net switching power figure = 0.212 mW
per-stage QoR:
stage	hold slack (ns)	instances	power [mW]	cell area [µm²]	utilization (%)
after global placement	0.431	659	0.573	5600	60.3
after global routing	0.482	674	0.870	5800	62.5
after floorplan	0.420	483	0.536	4800	-
final	0.457	674	0.826	5800	62.5
after CTS	0.461	674	0.838	5800	62.5
after detailed placement	0.442	659	0.576	5600	60.3
cell usage after synthesis:
| master | instances |
|---|---|
| sky130_fd_sc_hd__o21ai_0 | 1 |
| sky130_fd_sc_hd__or3b_2 | 1 |
| sky130_fd_sc_hd__nand4_2 | 3 |
| sky130_fd_sc_hd__nor3b_1 | 1 |
| sky130_fd_sc_hd__and3_1 | 2 |
| sky130_fd_sc_hd__xnor2_1 | 2 |
| sky130_fd_sc_hd__xor2_2 | 1 |
| sky130_fd_sc_hd__nor2b_1 | 15 |
| sky130_fd_sc_hd__xor2_1 | 3 |
| sky130_fd_sc_hd__a211oi_1 | 30 |
| sky130_fd_sc_hd__a21o_1 | 16 |
| sky130_fd_sc_hd__nor4_2 | 2 |
| sky130_fd_sc_hd__nor3_1 | 3 |
| sky130_fd_sc_hd__ha_1 | 6 |
| sky130_fd_sc_hd__and2_4 | 1 |
| sky130_fd_sc_hd__a21oi_1 | 1 |
| sky130_fd_sc_hd__buf_1 | 1 |
| sky130_fd_sc_hd__clkbuf_1 | 25 |
| sky130_fd_sc_hd__buf_12 | 2 |
| sky130_fd_sc_hd__nand3_1 | 3 |
| sky130_fd_sc_hd__dfxtp_1 | 106 |
| sky130_fd_sc_hd__mux2_2 | 1 |
| sky130_fd_sc_hd__nand4_1 | 2 |
| sky130_fd_sc_hd__nand2_1 | 20 |
| sky130_fd_sc_hd__nand2b_1 | 103 |
| sky130_fd_sc_hd__buf_4 | 5 |
| sky130_fd_sc_hd__nand3b_1 | 17 |
| sky130_fd_sc_hd__buf_2 | 2 |
| sky130_fd_sc_hd__inv_1 | 20 |
| sky130_fd_sc_hd__o21bai_1 | 1 |
| sky130_fd_sc_hd__mux2i_1 | 79 |
| sky130_fd_sc_hd__nor2_1 | 6 |
| sky130_fd_sc_hd__o21ai_1 | 1 |
| sky130_fd_sc_hd__o21a_1 | 1 |
metal layers:
layer / vias up / GRT usage, %
met5: - / 0
met4: 0 / 2.12
met3: 6 / 3.54
met2: 56 / 27.0
met1: 1513 / 32.4
li1: 1738 / -
final cells by class:
| type | instances | area, µm² |
|---|---|---|
| Clock inverter | 4 | 77.6 |
| Sequential cell | 106 | 2120 |
| Multi-Input combinational cell | 322 | 2440 |
| Inverter | 20 | 75.1 |
| Clock buffer | 11 | 131 |
| Fill cell | 777 | 3480 |
| Tap cell | 129 | 161 |
| Timing Repair Buffer | 82 | 798 |
registers in the layout, indices dropped and copies added, names as in the netlist:
signal              flops
RECDATRIGHT            16
pbsound_data_right     16
reading_data           16
sound_data             16
RECDATLEFT             16
divider4                2
divider256              8
pbsound_data_left      16
critical path, delay by kind of cell (launching register included):
family | cells | cell delay, ns
DFF | 1 | 0.42
and+or+nand+nor | 3 | 0.59
adders and majority gates | 1 | 0.26
buffers and inverters | 2 | 0.85
xor gates and xnor gates | 1 | 0.24
logic make-up (layout without fill, tap and decap cells):
| family | after synthesis | after routing | share of synthesized area (%) |
|---|---|---|---|
| buf+inv | 55 | 117 | 5.42 |
| simple gates | 179 | 179 | 23.0 |
| compound gates | 51 | 51 | 7.82 |
| fa+ha+maj | 6 | 6 | 1.56 |
| xor+xnor | 6 | 6 | 1.25 |
| flops | 106 | 106 | 44.2 |
| mux | 80 | 80 | 16.7 |
worst max path at each step:
stage	from	end	slack, ns	cells after the start
after CTS	divider256[0]	FIFO_REQ_READ_LEFT	5.81	7
after global routing	divider256[0]	FIFO_REQ_READ_RIGHT	5.65	7
final	divider256[1]	FIFO_REQ_READ_RIGHT	5.85	7
power groups by stage:
stage	combinational, mW	clock [mW]	sequential [mW]
4_1_cts	0.137	0.271	0.430
5_1_grt	0.150	0.287	0.434
6_report	0.135	0.260	0.430
Power is estimated from default activity; no workload was simulated.
